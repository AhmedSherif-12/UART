<file path="design/flow/design.v">
module FSM (
    input wire       clk,
    input wire       rst,
    input wire       data_valid,
    input wire [3:0] bit_no,
    input wire       parity_en,
    output reg [1:0] MuX_cntrol,
    output reg       serial_en,
    output reg       busy_sig
);
localparam IDLE   =  3'b0,
           start  =  3'b001,
           data   =  3'b010,
           parity =  3'b011,
           stop   =  3'b100;
reg [2:0] state;
reg [2:0] next_state;
always @(posedge clk or negedge rst) 
    begin
        if (!rst) 
            state<=IDLE;
        else
            state<=next_state;
    end
always @(*)
    begin
        case (state)
            IDLE:
                begin
                    busy_sig=1'b0;
                    MuX_cntrol=2'b11;  
                    if (data_valid) 
                        begin
                            busy_sig=1'b1;
                            serial_en=1'b1;
                            next_state=start;
                        end
                    else
                        next_state=IDLE;
                end
            start:
                begin
                    busy_sig=1'b1;
                    serial_en=1'b0;
                    MuX_cntrol=2'b00;
                    next_state=data;      
                end
            data:
                begin
                    busy_sig=1'b1;
                    serial_en=1'b0;
                    MuX_cntrol=2'b01; 
                        if (bit_no<8) 
                            next_state=data;
                        else
                            begin
                                if (parity_en) 
                                    begin
                                        next_state=parity;
                                    end
                                else
                                    next_state=stop;
                            end
                end 
            parity:
                begin
                    busy_sig=1'b1;
                    serial_en=1'b0;
                    MuX_cntrol=2'b10;
                    next_state=stop;
                end
            stop:
                begin
                    busy_sig=1'b1;
                    serial_en=1'b0;
                    MuX_cntrol=2'b11;
                    next_state=IDLE;
                end
            default: next_state=IDLE; 
        endcase
    end     
endmodule
module UART_TOP (
    input wire CLK,
    input wire RST,
    input wire [7:0] P_DATA,
    input wire       DATA_VALID,
    input wire       PAR_EN,
    input wire       PAR_TYP,
    output wire       S_DATA,
    output wire       BUSY
);
wire serial_en;
wire [3:0] bit_no;
wire mux_i2;
wire mux_i3;
wire [1:0] mux_sel;
mux MUX1(
    .sel(mux_sel),
    .i1(1'b0),
    .i2(mux_i2),
    .i3(mux_i3),
    .i4(1'b1),
    .mux_out(S_DATA)    
);
parity p1(
    .P_data(P_DATA),
    .parity_type(PAR_TYP),
    .parity_bit(mux_i3)
);
serializer s1(
    .clk(CLK),
    .rst(RST),
    .load(serial_en),
    .s_input(P_DATA),
    .bit_no(bit_no),
    .s_output(mux_i2)
);
FSM F1(
    .clk(CLK),
    .rst(RST),
    .data_valid(DATA_VALID),
    .bit_no(bit_no),
    .parity_en(PAR_EN),
    .MuX_cntrol(mux_sel),
    .serial_en(serial_en),
    .busy_sig(BUSY)
);
endmodule
module mux (
    input wire [1:0] sel,
    input wire       i1,
    input wire       i2,
    input wire       i3,
    input wire       i4,
    output reg       mux_out
);
always @(*) 
    begin
        case (sel)
            2'b00:mux_out=i1; 
            2'b01:mux_out=i2; 
            2'b10:mux_out=i3; 
            2'b11:mux_out=i4; 
        endcase    
    end  
endmodule
module parity (
    input wire [7:0] P_data,
    input wire       parity_type,
    output reg       parity_bit
);
always @(*)
    begin
        if (parity_type==0)   
            parity_bit=^P_data;
        else
            parity_bit=~(^P_data); 
    end
endmodule
module serializer (
    input wire       clk,
    input wire       rst,
    input wire       load,
    input wire [7:0] s_input,
    output reg [3:0] bit_no,
    output reg       s_output
);
reg [7:0] temp;
always @(posedge clk or negedge rst)
 begin
     if (!rst) 
        begin
            temp<=8'b0;
            s_output<=1'b0;
            bit_no<=4'b0;
        end
     else
        begin
           if (load) 
                begin
                   temp<=s_input;
                   bit_no<=4'b0;
                end
            else
                begin
                    if (bit_no<=3'b111) 
                        begin
                          s_output<=temp[bit_no];
                          bit_no<=bit_no+1'b1; 
                        end
                    else
                        begin
                             s_output<=1'b0;
                        end
                end
        end
 end
endmodule
</file>
<file path="design/flow/run.sh">
#!/bin/bash
# OpenROAD 26Q1-2900-gdf79404cd8, Yosys 0.63+post, stock flow scripts
make -C /OpenROAD-flow-scripts/flow DESIGN_CONFIG=/design/flow/config.mk WORK_HOME=/design/flow/orfs finish
</file>
<file path="design/flow/config.mk">
export PLATFORM = sky130hd
export DESIGN_NAME = UART_TOP
export DESIGN_NICKNAME = UART_TOP
export VERILOG_FILES = /design/flow/design.v
export SDC_FILE = /design/flow/constraint.sdc
export NUM_CORES = 4
export LEC_CHECK = 1
export CORE_AREA = 10 10 84 84
export DIE_AREA = 0 0 94 94
</file>
<file path="design/flow/constraint.sdc">
current_design UART_TOP

set clk_period 2.6
set clk_io_pct 0.2

create_clock -name clk0 -period $clk_period [get_ports {CLK}]

set non_clock_inputs [all_inputs -no_clocks]
set_input_delay [expr $clk_period * $clk_io_pct] -clock clk0 $non_clock_inputs
set_output_delay [expr $clk_period * $clk_io_pct] -clock clk0 [all_outputs]
</file>
==> summary.txt <==
Observations from the implementation run.

Routing:
- The run puts the average wire per standard cell at 10.42 um.
- The run gives the number of detailed-routing iterations run before antenna repair as 2.
- The run gives the remaining design rule violation count as 0.
- Nets still carrying antenna violations after routing amount to 0.
- After detailed routing, the number of vias per cell comes to 3.640.
- The detailed router finished its first iteration with 29 violations.
- The run puts the diode insertion count for antenna repair at 0.
- For this block, the routed nets add up to 1.677 mm of wire.
- The final route contains 586 vias.

Clock tree:
- The run gives the number of clock buffers inserted by TritonCTS as 3.
- At the later pin of the worst-skew pair, clock insertion delay measures 0.24 ns.
- Clock tree synthesis selected as its root buffer the cell sky130_fd_sc_hd__clkbuf_8.
- The number of hold buffers added after CTS was 0.
- The run gives the clock edge transition at the registers on the reported setup and hold paths as 0.06 ns.
- TritonCTS built the clock tree.
- The run gives the H-tree depth as 1.
- The clock passes through at most 2 buffers.

Floorplanning:
- The run gives the overall chip area as 0.008836 mm2.
- In this run the count of I/O pins placed on the die edge is 15.
- The run puts the number of standard-cell rows in the floorplan at 26.
- After floorplanning, the core was sized to cover 0.005205 mm2.
- The die is 94 um wide.
- The run gives the starting density of the core as 0.1808.
- The die is 94 um tall.

Worst setup path:
- The run puts the worst setup slack for register-to-register paths at 1.18 ns.
- The run puts the count of cells along the worst register-to-register path at 3.
- Looking at the reg2reg group, the worst path ends at s1.s_output.
- The run gives the cell with the biggest individual delay on the critical path as sky130_fd_sc_hd__clkdlybuf4s50_1.
- The run puts the required arrival time at the worst endpoint at 2.08 ns.
- Walking the worst path, the cells encountered are clkdlybuf4s50_1 -> xnor2_2 -> xnor3_1 -> xnor2_1 -> o21ai_1 -> dlygate4sd2_1.
- The worst setup path is captured at an output pin.
- The run gives the longest individual stage delay on the worst path as 0.52 ns.
- The run gives the type of the worst setup path as in -> out.
- Per the timing report, the most critical flop-to-flop path originates at s1.bit_no[0].
- The run puts the maximum fanout count along the critical path at 2.
- The run gives the element type at the critical path start as an input port.
- Data arrives at the worst endpoint at 1.89 ns.

Place:
- The run gives the detailed placement HPWL as 1.294 mm.
- In this run the tool buffered the top-level ports with 14 buffer cells.
- The placement summary gives the final routability congestion estimate as 0.7277.

Global routing:
- The run gives the overall overflow remaining after global route as 0.
- Entering global routing, the biggest net connects 19 pins.
- Across every metal layer, demand over resource in global routing totals 0.03941.
- The run gives the number of antenna violations at the first check in global routing as 0.
- The run gives the number of global-route vias before repair as 616.
- The first global-routing pass estimated 2.822 mm of wire.

STA:
- The run gives the worst clock skew on the final layout as 0.002852 ns.
- Setup repair after global routing left no endpoint under its margin.
- Per the slew report, the remaining headroom to the max-slew limit stands at 0.4955.
- The run gives the highest achievable clock rate as 414.7 MHz.
- The run gives the final period demand of the worst path as 2.412 ns.
- The run gives the final tally of max-slew violations as 0.
- The run puts the sum of negative setup slack at 0 ns.
- The run puts the final hold violation count at 0.
- The run puts the share of the cycle needed by the critical path after routing at 0.9276.
- The run puts the slew of the pin with the lowest slew margin at 0.7544 ns.
- The timer found 4 register pins that no clock reaches; their paths are not timed.
- The run gives the count of endpoints without a timing constraint as 5.
- The run puts the count of endpoints failing setup in the final report at 0.

Layout:
- The run puts the area occupied by registers at 511.7 um2.
- Compared with the post-synthesis result, the final layout area differs by 29.92%.
- The run gives the area of the multi-input gates as 412.9 um2.
- The run puts the tally of filler cells in the layout at 554.
- In the final layout, the share of cells above drive strength 1 is 0.1758.

Yosys:
- The run gives the number of warnings reported in the yosys synthesis log as 4.
- In the Yosys report the total cell count is 76.
- The run puts the total standard cell area after synthesis at 940.9 um2.
- Counting flops and latches in the post-synthesis netlist gives 22.
- After synthesis, the cell types taking the most area are sky130_fd_sc_hd__dfrtp_1 (45%), sky130_fd_sc_hd__mux2_2 (9.6%), sky130_fd_sc_hd__xnor2_1 (6.5%).
- The run gives the gate count of the mapped netlist as 76.
- Of the post-synthesis cell area, the dominant cell type holds 0.4521.
- The run gives the summed standard-cell area reported by yosys as 940.9 um2.
- Averaged over all synthesized cells, the footprint is 12.38 um2.
- The run gives the post-synthesis cell type with the largest combined area as sky130_fd_sc_hd__dfrtp_1.
- The run puts the count of unique library cells instantiated by Yosys at 30.

Min path:
- Counting instances, the worst hold path has a depth of 1.
- For the worst min-delay path, the startpoint reported by OpenROAD is F1.state[1].
- For hold timing, the worst endpoint is F1.state[0].
- Checking hold timing, the worst path is listed with class reg -> reg.

Power:
- The run gives the power per unit of standard cell area as 529.8 mW/mm2.
- The highest supply drop recorded on VDD is 0.0002256 V.
- Total power for the finished layout comes to 0.0006477 W.
- The run gives the cell leakage power as 0.5518 nW.

Run:
- The run puts the tool warning count at 25.
- The run puts the tally of max-capacitance violations at 0.

Status:
- The run finished with clean final reports.
## critical path: cells and delay by family
kind | cells | cell delay (ns)
buf+inv | 2 | 0.76
compound gates | 1 | 0.07
xor+xnor | 3 | 0.53
## per-stage QoR
| stage | utilization | instances | hold slack (ns) | cell area (um2) | worst slack [ns] |
|---|---|---|---|---|---|
| CTS | 0.2305 | 161 | 0.4575 | 1200 | 0.03043 |
| global route | 0.2349 | 161 | 0.4615 | 1222 | 0.07771 |
| floorplan | - | 76 | 0.2244 | 940.9 | 0.8274 |
| detailed placement | 0.2207 | 157 | 0.4395 | 1149 | -0.2570 |
| finish | 0.2349 | 161 | 0.4537 | 1222 | 0.1883 |
| global placement | 0.2207 | 157 | 0.4447 | 1149 | -0.2897 |
## logic make-up after synthesis
kind of cell | count (synthesis) | share of synthesized area
latches | 4 | 0.06383
and+or+nand+nor | 16 | 0.08911
AOI/OAI and AO/OA | 10 | 0.07047
DFF | 18 | 0.4801
buffers and inverters | 6 | 0.03323
muxes | 12 | 0.1516
adders and majority gates | 1 | 0.01330
xor gates and xnor gates | 9 | 0.09841
## layout make-up
class	count	area share
inverter	3	0.009212
tap	70	0.07165
timing repair buffer	14	0.1177
sequential	22	0.4186
multi-input combinational	48	0.3378
clock buffer	4	0.04504
## state kept, by name (all words and copies together), names as in the netlist
| signal | count |
|---|---|
| s1.s_output | 1 |
| F1.busy_sig | 1 |
| F1.state | 5 |
| F1.serial_en | 1 |
| s1.temp | 8 |
| F1.MuX_cntrol | 2 |
| s1.bit_no | 4 |
## cell usage after synthesis
library cell	instances
sky130_fd_sc_hd__nor2b_1	1
sky130_fd_sc_hd__or4_1	1
sky130_fd_sc_hd__and2_1	1
sky130_fd_sc_hd__buf_6	1
sky130_fd_sc_hd__dfstp_2	1
sky130_fd_sc_hd__a21o_1	1
sky130_fd_sc_hd__ha_1	1
sky130_fd_sc_hd__nor2_1	4
sky130_fd_sc_hd__nand3_1	1
sky130_fd_sc_hd__a21oi_1	1
sky130_fd_sc_hd__and3_1	1
sky130_fd_sc_hd__inv_1	3
sky130_fd_sc_hd__buf_2	1
sky130_fd_sc_hd__o21ai_0	2
sky130_fd_sc_hd__nand3b_1	1
sky130_fd_sc_hd__nand2b_1	3
sky130_fd_sc_hd__o21ai_1	1
sky130_fd_sc_hd__a311oi_1	1
sky130_fd_sc_hd__dfrtp_1	17
sky130_fd_sc_hd__mux2_2	8
sky130_fd_sc_hd__mux4_2	1
sky130_fd_sc_hd__xnor3_1	1
sky130_fd_sc_hd__o211ai_1	1
sky130_fd_sc_hd__xnor2_1	7
sky130_fd_sc_hd__xor2_1	1
sky130_fd_sc_hd__clkbuf_1	1
sky130_fd_sc_hd__o21bai_1	3
sky130_fd_sc_hd__mux2i_1	3
sky130_fd_sc_hd__nand2_1	3
sky130_fd_sc_hd__dlxtn_1	4
## worst max-delay path by stage
stage	endpoint	start	slack, ns	depth (start not counted)
CTS	S_DATA	P_DATA[0]	0.03	6
global route	S_DATA	P_DATA[0]	0.08	6
finish	S_DATA	P_DATA[0]	0.19	6
## placed cells by master (no fill, tap or decap), types with 2 or more instances in the layout
cell type                         Yosys  routed
sky130_fd_sc_hd__xnor2_1              7       5
sky130_fd_sc_hd__clkdlybuf4s50_1      0       8
sky130_fd_sc_hd__o21ai_0              2       2
sky130_fd_sc_hd__nand2_1              3       3
sky130_fd_sc_hd__inv_1                3       3
sky130_fd_sc_hd__dfrtp_1             17      17
sky130_fd_sc_hd__nor2_1               4       4
sky130_fd_sc_hd__nand2b_1             3       3
sky130_fd_sc_hd__o21bai_1             3       3
sky130_fd_sc_hd__dlxtn_1              4       4
sky130_fd_sc_hd__dlymetal6s2s_1       0       3
sky130_fd_sc_hd__clkbuf_8             0       4
sky130_fd_sc_hd__mux2i_1              3       3
sky130_fd_sc_hd__mux2_2               8       8
sky130_fd_sc_hd__xnor2_2              0       2
sky130_fd_sc_hd__dlygate4sd2_1        0       3
## layer usage
metal,part of all wire,wire length (um),global-route usage
met5,0,0,0
met4,0.0060,10,0.003797
met3,0.081,136,0.02019
met2,0.46,775,0.06106
met1,0.45,755,0.04985
## report_power, final
part / switching, W / internal (W) / leakage [nW]
logic: 0.0000351 / 0.0000656 / 0.266
registers: 0.0000215 / 0.000308 / 0.257
clock network: 0.0000830 / 0.000134 / 0.0288
## timing repair
item | 4_1_cts | 5_1_grt
endpoints found under the hold margin | 0 | 0
endpoints found under the setup margin | 1 | 1
setup buffers | 0 | 0
gates resized | 3 | 5
pin swaps | 3 | 3
Power figures rest on the tool's default switching activity, not on a simulated workload.
